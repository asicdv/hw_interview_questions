==> /design/flow/design.v <==
package multi_port_sram_pkg;
endpackage  
package llfifo_pkg;
  localparam int ID_N  = 4;
  localparam int PTR_N = 255;
  localparam int PTR_W  = $clog2(PTR_N);
  typedef logic [$clog2(ID_N)-1:0] id_t;
  typedef logic [ID_N-1:0] id_d_t;
  typedef logic [PTR_W-1:0] ptr_t;
  typedef logic [PTR_N-1:1] ptr_d_t;
  typedef logic [ID_N-1:0] empty_t;
  typedef logic [31:0]     word_t;
  typedef logic [$clog2(PTR_N)-1:0] cnt_t;
  typedef struct packed {
    ptr_t [PTR_W-1:1] p;
  } ptr_table_t;
  typedef struct packed {
    logic        valid;
    ptr_t        head;
    ptr_t        tail;
    cnt_t        cnt;
  } queue_t;
  typedef struct packed {
    queue_t [PTR_N-1:0] q;
  } queue_table_t;
  typedef struct packed {
    logic        valid;
    logic        push;
    id_t         id;
    ptr_t        ptr;
    queue_t      q;
  } cmd_t;
endpackage  
module dblbuf #(parameter int W = 32) (
     input                                        clk
   , input                                        rst
   , input                                        A__in_vld_r
   , input        [W-1:0]                         A__in_w
   , output logic                                 A__in_accept_r
   , input logic                                  B__out_accept_r
   , output logic                                 B__out_vld_r
   , output logic [W-1:0]                         B__out_r
   , input                                        stall_req
);
  typedef logic [W-1:0]       buffer_t;
  buffer_t [1:0]                             buffer_r;
  buffer_t [1:0]                             buffer_w;
  logic    [1:0]                             buffer_en;
  logic [1:0]                                buffer_vld_r;
  logic [1:0]                                buffer_vld_w;
  logic                                      A__in_accept_w;
  logic                                      A__adv;
  typedef struct packed {
    logic        in_accept;
    logic [1:0]  st;
  } state_t;
  localparam state_t IDLE   = 3'b0_00;
  localparam state_t SINGLE = 3'b0_01;
  localparam state_t DOUBLE  = 3'b1_10;
  state_t                                    state_r;
  state_t                                    state_w;
  always_comb
    begin : cntrl_PROC
      buffer_w      = buffer_r;
      buffer_vld_w  = buffer_vld_r;
      buffer_en     = '0;
      state_w       = state_r;
      A__adv        = (A__in_vld_r & A__in_accept_r);
      case (state_r)
        IDLE: begin
          if (A__adv) begin
            buffer_w [0]  = A__in_w;
            buffer_vld_w  = 2'b01;
            buffer_en     = 2'b01;
            state_w       = SINGLE;
          end
        end
        SINGLE: begin
          casez ({A__adv, B__out_accept_r})
            2'b01: begin
              buffer_vld_w  = 2'b00;
              state_w       = IDLE;
            end
            2'b10: begin
              buffer_w [1]   = A__in_w;
              buffer_vld_w   = 2'b11;
              buffer_en [1]  = 1'b1;
              state_w        = DOUBLE;
            end
            2'b11: begin
              buffer_w [0]   = A__in_w;
              buffer_vld_w   = 2'b01;
              buffer_en [0]  = 'b1;
              state_w        = SINGLE;
            end
            default:;
          endcase
        end
        DOUBLE: begin
          if (B__out_accept_r) begin
            buffer_w [0]   = buffer_r [1];
            buffer_vld_w   = 2'b01;
            buffer_en [0]  = 'b1;
            state_w        = SINGLE;
          end
        end
        default:;
      endcase  
      A__in_accept_w  = state_w.in_accept & (~stall_req);
      B__out_vld_r    = buffer_vld_r [0];
      B__out_r        = buffer_r [0];
    end  
  always_ff @(posedge clk)
    if (rst)
      state_r <= IDLE;
    else
      state_r <= state_w;
  always_ff @(posedge clk)
    if (rst)
      A__in_accept_r <= '0;
    else
      A__in_accept_r <= A__in_accept_w;
  always_ff @(posedge clk)
    if (rst)
      buffer_vld_r <= 'b0;
    else
      buffer_vld_r <= buffer_vld_w;
  always_ff @(posedge clk)
    for (int i = 0; i < 2; i++)
      if (buffer_en [i])
        buffer_r [i] <= buffer_w [i];
endmodule  
==> /design/flow/run.sh <==
#!/bin/bash
# OpenROAD 26Q1-2900-gdf79404cd8, Yosys 0.63+post, stock flow scripts
make -C /OpenROAD-flow-scripts/flow DESIGN_CONFIG=/design/flow/config.mk WORK_HOME=/design/flow/orfs finish
==> /design/flow/config.mk <==
export PLATFORM = sky130hd
export DESIGN_NAME = dblbuf
export DESIGN_NICKNAME = dblbuf
export VERILOG_FILES = /design/flow/design.v
export SDC_FILE = /design/flow/constraint.sdc
export NUM_CORES = 4
export LEC_CHECK = 1
export CORE_UTILIZATION = 40
==> /design/flow/constraint.sdc <==
current_design dblbuf

set clk_period 5.0
set clk_io_pct 0.2

create_clock -name clk0 -period $clk_period [get_ports {clk}]

set non_clock_inputs [all_inputs -no_clocks]
set_input_delay [expr $clk_period * $clk_io_pct] -clock clk0 $non_clock_inputs
set_output_delay [expr $clk_period * $clk_io_pct] -clock clk0 [all_outputs]
==> reports/results.tsv <==
stage	metric	value	unit
cts	cts_tree	done	
setup_path	startpoint_type	input port	
cells_and_area	syn2layout_area_growth	26.96	%
sta	rsz0062_at_grt	no	
cts	cts_resized	0	
yosys	ys_warn_count	1	
yosys	synth-seq-cells	69	
yosys	syn_avg_cell_area	16.91	µm²
cells_and_area	fillers	542	
global_routing	grt_pass1_wl	7.286	mm
run_status	status	complete, no violations	
sta	final_hold_viol_count	0	
setup_path	cpPeakStageDelay	0.54	ns
sta	setup_violations	0	
cells_and_area	lay_top_count	clkdlybuf4s50_1	
sta	worst_slew_pin_slew	0.4408	ns
floorplanning	chipArea	7442	µm²
floorplanning	initial_utilization	0.4158	
routing	avgRoutedWirePerCell	14.36	µm
run	warnings	25	
sta	drv_slew	0	
cells_and_area	finalInstanceArea	3606	µm²
cts	h-tree-depth	3	
cts	ctsRootBufferMaster	clkbuf_8	
placement	place_hpwl	3.010	mm
cts	numCtsBuffers	9	
sta	fmax	0.4070	GHz
cells_and_area	finalNonFillerCells	316	
setup_path	crit_chain	clkdlybuf4s50_1 -> and3_1 -> a21oi_1 -> o22ai_4 -> buf_4	
routing	drt_wl_total	4.538	mm
cts	cts_hold_buf	0	
routing	drt_iter0_markers	48	
routing	num_antenna_cells	0	
global_routing	grt_pass1_vias	1547	
routing	drc_errors	0	
cts	cts_buffer_depth	2	
cells_and_area	lay_top_cells	70 x clkdlybuf4s50_1, 64 x edfxtp_1, 32 x mux2_2	
cts	clkSinkCount	69	
worst_hold_path	hp-class	flip-flop to flip-flop	
worst_hold_path	worstHoldStart	buffer_r[61]$_DFFE_PP_	
sta	post-route-min-period	2.457	ns
sta	holdWs	0.5462	ns
setup_path	cp_slowest_cell	clkdlybuf4s50_1	
placement	placed_area	3425	µm²
yosys	yosysChipArea	2840	µm²
floorplanning	core	6832	µm²
setup_path	crit_start	A__in_vld_r	
cells_and_area	finish.utilization	0.5278	
setup_path	cp_max_fo	32	
yosys	synthCells	168	
cts	clk_pin_slew_worst_paths	0.07	ns
cells_and_area	layout-drive-gt1-share	0.2364	
floorplanning	die_w	86.27	µm
placement	gp_congestion	0.8021	
routing	drtAntennaViolNets	0	
global_routing	grt_max_degree	33	
global_routing	grt_use_total	0.1354	
sta	tns	0	ns
sta	fin_crit_sh	0.4914	
power	powerDensity	302.6	nW/µm²
yosys	synth_cell_types	29	
cts	clkLatencyLatePin	0.33	ns
floorplanning	rows	30	
run	maxCapViolCount	0	
setup_path	cp-end-kind	flip-flop	
routing	drtPass1Iterations	4	
setup_path	critPathArrivalTime	2.44	ns
yosys	ys_seq_share	0.7119	
global_routing	antenna_found_initial	0	
floorplanning	pin_count	71	
placement	dp.cells	300	
yosys	synth_area	2840	µm²
sta	finalClockSkew	0.005219	ns
power	ir_drop	0.1555	mV
setup_path	path_buffers	2	
setup_path	path_delay_family	buffers and inverters	
global_routing	grt_overflow_total	0	
cts	cts_setup_buffers	0	
setup_path	r2r-start	state_r[2]$_DFF_P_	
power	power.leakage	1.209	nW
routing	vias	1464	
placement	io_buffers	70	
setup_path	cp.required	4.98	ns
floorplanning	die_y	86.27	µm
setup_path	criticalPathCategory	input port to flip-flop	
routing	viasPerCell	4.633	
sta	relSlewSlack	0.7061	
yosys	yosys_cells	168	
## path summary, 6_finish.rpt
check,endpoint,slack [ns],cells after the start
max reg2reg,buffer_r[30]$_DFFE_PP_,3.27,4
min reg2reg,buffer_r[29]$_DFFE_PP_,0.55,1
max,buffer_r[30]$_DFFE_PP_,2.54,5
min,buffer_r[29]$_DFFE_PP_,0.55,1
## layer usage
metal	up-vias	GRT usage	routed length (µm)
met5	-	0	0
met4	0	0.02727	113
met3	12	0.02995	242
met2	48	0.2114	2158
met1	712	0.2159	2023
li1	692	-	-
## synth_stat cells
cell type,number,share of area
inv_1,3,0.0040
dfxtp_1,5,0.035
nor3_1,1,0.0018
a21oi_1,2,0.0035
buf_4,33,0.087
or2_2,1,0.0022
o2bb2ai_1,1,0.0031
nor2_1,1,0.0013
mux2_2,32,0.13
and2_1,1,0.0022
nand2_1,3,0.0040
nor2b_1,1,0.0022
nand4_1,1,0.0022
o211a_1,1,0.0035
buf_2,3,0.0053
nor3_2,1,0.0035
and3_1,1,0.0022
o21ai_0,1,0.0018
a21boi_0,1,0.0026
edfxtp_1,64,0.68
a211oi_1,1,0.0026
nand2b_1,1,0.0022
o22ai_1,1,0.0022
a31oi_1,2,0.0044
o21ai_1,1,0.0018
nand3_1,2,0.0035
a2111oi_2,1,0.0053
buf_6,1,0.0040
o21bai_1,1,0.0026
## logic make-up (layout without fill, tap and decap cells)
logic type,Yosys count,count (layout),synth area share
DFF,69,69,0.7119
buffers and inverters,40,92,0.1004
muxes,32,32,0.1269
and+or+nand+nor,14,14,0.02732
AOI/OAI and AO/OA,13,13,0.03348
## cell type report
class | count | area [µm²] | area share
clock inverters | 6 | 53.80 | 0.01492
repair buffers | 73 | 723.2 | 0.2006
clock buffers | 10 | 127.6 | 0.03539
well taps | 96 | 120.1 | 0.03331
multi-input cells | 59 | 546.8 | 0.1516
inverters | 3 | 11.26 | 0.003123
flip-flops and latches | 69 | 2023 | 0.5611
## where the power goes
part / leakage [nW] / internal, mW / total, mW / switching (mW)
Combinational: 0.505 / 0.0346 / 0.0481 / 0.0135
Sequential: 0.616 / 0.629 / 0.629 / 0.000000000000000124
Clock: 0.0888 / 0.224 / 0.414 / 0.189
## state kept, by name, summed over array words and instances, names as in the netlist
name            flops
state_r             3
buffer_r           64
A__in_accept_r      1
buffer_vld_r        1
## per-stage QoR
stage | worst slack [ns] | total power, mW
2_1_floorplan | 1.750 | 0.6545
3_3_place_gp | 2.290 | 0.6880
3_5_place_dp | 2.188 | 0.6901
4_1_cts | 2.545 | 1.101
5_1_grt | 2.452 | 1.129
6_report | 2.543 | 1.091
Power and IR drop assume default switching activity.
