File: flow/config.mk
export PLATFORM = sky130hd
export DESIGN_NAME = fifo_sr
export DESIGN_NICKNAME = fifo_sr
export VERILOG_FILES = /design/flow/design.v
export SDC_FILE = /design/flow/constraint.sdc
export NUM_CORES = 4
export LEC_CHECK = 1
export CORE_UTILIZATION = 40
File: flow/constraint.sdc
current_design fifo_sr

set clk_period 3.9
set clk_io_pct 0.2

create_clock -name clk0 -period $clk_period [get_ports {clk}]

set non_clock_inputs [all_inputs -no_clocks]
set_input_delay [expr $clk_period * $clk_io_pct] -clock clk0 $non_clock_inputs
set_output_delay [expr $clk_period * $clk_io_pct] -clock clk0 [all_outputs]
File: flow/design.v
package multi_port_sram_pkg;
endpackage  
package llfifo_pkg;
  localparam int ID_N  = 4;
  localparam int PTR_N = 255;
  localparam int PTR_W  = $clog2(PTR_N);
  typedef logic [$clog2(ID_N)-1:0] id_t;
  typedef logic [ID_N-1:0] id_d_t;
  typedef logic [PTR_W-1:0] ptr_t;
  typedef logic [PTR_N-1:1] ptr_d_t;
  typedef logic [ID_N-1:0] empty_t;
  typedef logic [31:0]     word_t;
  typedef logic [$clog2(PTR_N)-1:0] cnt_t;
  typedef struct packed {
    ptr_t [PTR_W-1:1] p;
  } ptr_table_t;
  typedef struct packed {
    logic        valid;
    ptr_t        head;
    ptr_t        tail;
    cnt_t        cnt;
  } queue_t;
  typedef struct packed {
    queue_t [PTR_N-1:0] q;
  } queue_table_t;
  typedef struct packed {
    logic        valid;
    logic        push;
    id_t         id;
    ptr_t        ptr;
    queue_t      q;
  } cmd_t;
endpackage  
module rotate #(parameter int W=32) (input [W-1:0] x,
                                     input [$clog2(W):0] n,
                                     output logic [W-1:0]  y);
   always_comb
     begin
        logic [(2 * W) - 1:0] r;
        r = '0;
        r[W-1:0] = x;
        r <<= n;
        y = (r [W-1:0] | r [(2 * W) - 1:W]);
     end
endmodule  
module fifo_sr #(
     parameter integer W = 32
   , parameter integer N = 16
) (
     input                                   clk
   , input                                   rst
   , input                                   push
   , input [W-1:0]                           push_data
   , input                                   pop
   , output logic                            pop_data_valid
   , output logic [W-1:0]                    pop_data
   , output logic                            empty_r
   , output logic                            full_r
);
  typedef logic [W-1:0]       w_t;
  typedef logic [N-1:0]       n_t;
  n_t                         wr_ptr_1h_r;
  n_t                         wr_ptr_1h_w;
  n_t                         wr_ptr_1h_shift;
  logic                       wr_ptr_1h_en;
  n_t                         rd_ptr_1h_r;
  n_t                         rd_ptr_1h_w;
  n_t                         rd_ptr_1h_shift;
  logic                       rd_ptr_1h_en;
  logic                       empty_w;
  logic                       full_w;
  n_t                         mem_en;
  w_t                         mem_r [N-1:0];
  w_t                         mem_w;
  logic                       pop_data_valid;
  always_comb
    begin : cntrl_PROC
      pop_data_valid    = pop;
      rd_ptr_1h_en      = pop;
      rd_ptr_1h_w       = pop ? rd_ptr_1h_shift : rd_ptr_1h_r;
      wr_ptr_1h_en      = push;
      wr_ptr_1h_w       = push ? wr_ptr_1h_shift : wr_ptr_1h_r;
      case ({full_r})
        1'b1:    full_w   = (~pop);
        default: full_w   = (wr_ptr_1h_r != rd_ptr_1h_r) &&
                            (wr_ptr_1h_w == rd_ptr_1h_r);
      endcase
      case ({empty_r})
        1'b1:    empty_w  = (~push);
        default: empty_w  = (wr_ptr_1h_r != rd_ptr_1h_r) &&
                            (wr_ptr_1h_r == rd_ptr_1h_w);
      endcase  
      mem_en            = push ? wr_ptr_1h_r : '0;
      mem_w             = push_data;
      pop_data          = '0;
      for (int i = 0; i < N; i++)
        pop_data |= ({W{rd_ptr_1h_r[i]}} & mem_r [i]);
    end  
  rotate #(.W(N)) u_rotate_wr (.x(wr_ptr_1h_r), .n('b1), .y(wr_ptr_1h_shift));
  rotate #(.W(N)) u_rotate_rd (.x(rd_ptr_1h_r), .n('b1), .y(rd_ptr_1h_shift));
  always_ff @(posedge clk)
    if (rst)
      empty_r <= 'b1;
    else
      empty_r <= empty_w;
  always_ff @(posedge clk)
    if (rst)
      full_r <= 'b0;
    else
      full_r <= full_w;
  always_ff @(posedge clk)
    if (rst)
      wr_ptr_1h_r <= 'b1;
    else if (wr_ptr_1h_en)
      wr_ptr_1h_r <= wr_ptr_1h_w;
  always_ff @(posedge clk)
    if (rst)
      rd_ptr_1h_r <= 'b1;
    else if (rd_ptr_1h_en)
      rd_ptr_1h_r <= rd_ptr_1h_w;
  always_ff @(posedge clk) begin
    for (int i = 0; i < N; i++)
      if (mem_en [i])
        mem_r [i] <= mem_w;
  end
endmodule  
File: flow/run.sh
#!/bin/bash
# OpenROAD 26Q1-2900-gdf79404cd8, Yosys 0.63+post, stock flow scripts
make -C /OpenROAD-flow-scripts/flow DESIGN_CONFIG=/design/flow/config.mk WORK_HOME=/design/flow/orfs finish
==> notes.md <==
Implementation summary

The flow ran to the end, and the final reports show no timing, DRC or antenna violations. The total power per unit cell area is 503 nW/um^2. The post-route clock skew is 0.0162 ns.

The clock edge transition at the registers on the reported setup and hold paths is 0.06 ns. The synthesis stat section lists a flop and latch total of 546. The floorplan step set the die height to 225 um. STA puts the critical path data required time at 3.12 ns. The top-area cell type share of the netlist area is 0.770. The routability congestion estimate is 0.878.

In this run, synthesis inferred 512 flip-flops with an integrated enable. The report puts the hold buffer count at CTS at 0. Static timing analysis puts the maximum clock frequency at 277 MHz.

The top fanout value on the critical path is 22. The number of setup violations in the final report is 0. The synthesis area per yosys is 20000 sq um. The detailed placer reported the number of placed instances as 1781. The launch point of the critical path is rd_ptr_1h_r[13]$_SDFFE_PP0P_.

The H-tree depth reported by CTS is 2. The number of distinct library cells after synthesis is 34. The core utilization of the finished layout is 0.475. The detailed placement HPWL is between 20 and 30 mm. The average detailed-routed wire length per instance is around 27 um. The post-route fraction of the period consumed by the critical path is 0.926. In the post-synthesis netlist, the cell with the most instances is edfxtp_1. The number of antenna violations at the first check in global routing is 0. The synthesis report names the predominant flop master as edfxtp_1. The maximum vdd drop is 381 uV. For this run the aggregate overflow at the end of global routing stands at 0. The critical path class is flip-flop to output pin.

The overall die size recorded for this design is about 50000 sq um. In this run the critical register-to-register path is launched from rd_ptr_1h_r[8]$_SDFFE_PP0P_. The main area contributors are edfxtp_1 (77%), a221oi_1 (5.7%), a22o_1 (5.6%), dfxtp_1 (3.4%), nand4_1 (1.2%).

In this run the most critical hold path is launched from empty_r$_SDFF_PP1_. For this block, the via count after detailed routing is 10993. Buffers added to address setup during post-CTS repair amount to 0.

The number of cell instances after yosys synthesis is 1076. Setup repair after global routing left no endpoint under its margin. The worst hold path belongs to the class flip-flop to flip-flop. In this run, post-CTS repair resized a total of 0 instances. The root buffer cell is clkbuf_16. The arrival time of data at the worst endpoint is listed as 2.83 ns. The number of slew-limit violations in the final report is 0. STA classifies the critical path endpoint as an output pin. After detailed routing, the total wire length is 51.2 mm. The worst-margin pin slew is 0.811 ns. The tool flagged a number of max-cap violations equal to 0. The final timing report derives a shortest allowable period of approximately 3.6 ns. The design draws about 12000 uW. The startpoint type of the worst setup path is a flip-flop. The number of vias per cell after detailed routing is between 5 and 6.

Ranked by instance count, the synthesized netlist is headed by edfxtp_1 (512), a221oi_1 (130), a22o_1 (128). The via count of the first global-routing pass was around 12000. The horizontal die dimension is 225 um. Of all flip-flops after synthesis, the portion carrying an async set or reset was 0.

After synthesis, the mean cell area works out to 18.6 sq um. The worst hold margin is 0.569 ns. Entering global routing, the biggest net connects 36 pins. The layout summary lists the proportion of cells stronger than drive strength 1 as 0.124. The floorplan core area is 49100 sq um. After detailed routing, the number of remaining DRC violations is 0.

The floorplan has between 80 and 90 rows. Synthesis handed over a netlist of approximately 1100 instances. The detailed router finished its first iteration with a little under 700 violations. 71 I/O pins were placed. The leakage power of the design is 0.00741 uW. The CTS log lists the clock sinks for this run as 546. Per the post-route antenna check, the number of violating nets is 0. Of the synthesized area, sequential elements account for 0.804.

The skew report gives the latency at the later pin of the worst-skew pair as 0.61 ns. The first TritonRoute pass finished after 7 iterations. Input and output buffers added on the ports amount to 70. The antenna diode count is 0. The initial core utilization is 0.407. In the final report, the number of hold violations comes to 0. Per the CTS log, the buffer count on the longest clock path is 3. The number of buffers created by CTS is 53.

The biggest area contributor in the post-synthesis netlist is edfxtp_1. The total routing usage reported by global routing is 0.225. In the final timing run, aggregate negative setup slack is 0 ns. The post-synthesis to final-layout area growth is 16.8%.

The synthesis log from Yosys contains 4 warnings. The first global-routing pass estimated 74.9 mm of wire. The finished layout holds between 1500 and 2000 standard cells, fillers aside. In this run the tightest slew margin relative to its limit is 0.459. The number of warnings reported in the stage logs is 25. The CTS tree is built. The combined area of all synthesized cells is about 20000 sq um.
==> critical path, stage by stage (launching register included) <==
cell	delay [ns]
dfxtp_2	0.53
buf_4	0.33
a22o_1	0.22
a221oi_1	0.43
nand4_1	0.24
clkdlybuf4s50_1	0.47
==> final cells by class <==
type                    instances  area [sq um]
well taps                     664           831
clock inverters                23           235
clock buffers                  65          1370
flip-flops and latches        546         16100
multi-input cells             447          3590
fillers                      4089         25700
inverters                       7          26.3
repair buffers                117          1190
==> kinds of logic (layout without fill, tap and decap cells) <==
kind of cell,Yosys count,after routing,synth area share
AND-OR/OR-AND,286,286,0.122
multiplexers,23,23,0.0115
flip-flops,546,546,0.804
AND/OR/NAND/NOR,98,98,0.0271
XOR/XNOR,40,40,0.0175
buffers and inverters,83,212,0.0174
==> worst paths after layout <==
path	end	slack [ns]	cells past startpoint
max	pop_data[13]	0.29	5
min	empty_r$_SDFF_PP1_	0.57	2
max reg2reg	full_r$_SDFF_PP0_	1.52	6
min reg2reg	empty_r$_SDFF_PP1_	0.57	2
==> cells in the final DEF, fill, tap and decap left out, drive strengths merged <==
cell	instances
buf	47
dfxtp	34
a21oi	15
edfxtp	512
inv	10
o211ai	1
a211o	1
a2111oi	1
nand4	38
o22ai	2
nor2	34
and2	15
nand2b	1
o221a	1
bufinv	4
clkinvlp	4
nand3	2
o21ai	1
xor2	17
a221oi	130
clkdlybuf4s50	70
mux2i	23
and4	1
nor3	1
or3b	1
clkbuf	65
o31ai	4
nor4	5
clkinv	12
a22o	128
xnor2	23
o221ai	2
==> where the power goes <==
part | total, uW | internal, uW | switching [uW]
Combinational | 411 | 184 | 226
Sequential | 6490 | 6450 | 32.7
Clock | 4840 | 2750 | 2090
==> per-layer routing <==
metal  routed length [um]  GRT usage  vias to the layer above
li1                     -          -                     4722
met5                    0    0.00489                        -
met4                  931     0.0375                        0
met2                23500      0.324                      774
met3                 8610      0.169                       71
met1                18200      0.289                     5426
==> metrics by stage <==
step                area, sq um  setup WS, ns
finish                    23300         0.288
global route              23300         0.152
CTS                       23300         0.301
detailed placement        21700         0.871
global placement          21700         0.928
floorplan                 20000         0.896
==> state kept, by name, summed over array words and instances (netlist names) <==
| register | flops |
|---|---|
| wr_ptr_1h_r | 16 |
| rd_ptr_1h_r | 16 |
| full_r | 1 |
| empty_r | 1 |
| mem_r | 512 |
Power and IR drop assume default switching activity.
