==> /design/flow/design.v <==
package multi_port_sram_pkg;
endpackage  
package llfifo_pkg;
  localparam int ID_N  = 4;
  localparam int PTR_N = 255;
  localparam int PTR_W  = $clog2(PTR_N);
  typedef logic [$clog2(ID_N)-1:0] id_t;
  typedef logic [ID_N-1:0] id_d_t;
  typedef logic [PTR_W-1:0] ptr_t;
  typedef logic [PTR_N-1:1] ptr_d_t;
  typedef logic [ID_N-1:0] empty_t;
  typedef logic [31:0]     word_t;
  typedef logic [$clog2(PTR_N)-1:0] cnt_t;
  typedef struct packed {
    ptr_t [PTR_W-1:1] p;
  } ptr_table_t;
  typedef struct packed {
    logic        valid;
    ptr_t        head;
    ptr_t        tail;
    cnt_t        cnt;
  } queue_t;
  typedef struct packed {
    queue_t [PTR_N-1:0] q;
  } queue_table_t;
  typedef struct packed {
    logic        valid;
    logic        push;
    id_t         id;
    ptr_t        ptr;
    queue_t      q;
  } cmd_t;
endpackage  
module ffs #(parameter int W = 32,
	     parameter bit OPT_FIND_FIRST_ZERO = 0,
	     parameter int D = $clog2(W)) (
   input [W-1:0]                        x
 , output logic [W-1:0]                 y
 , output logic [D-1:0]                 n
);
   always_comb
     begin : ffs_PROC
        y = '0;
        n = '0;
        for (int i = W - 1; i >= 0; i--) begin
           if (x[i] == ~OPT_FIND_FIRST_ZERO) begin
              y = ('b1 << i);
              n = i[D-1:0];
           end
        end
     end  
endmodule
==> /design/flow/run.sh <==
#!/bin/bash
# OpenROAD 26Q1-2900-gdf79404cd8, Yosys 0.63+post, stock flow scripts
make -C /OpenROAD-flow-scripts/flow DESIGN_CONFIG=/design/flow/config.mk WORK_HOME=/design/flow/orfs finish
==> /design/flow/config.mk <==
export PLATFORM = sky130hd
export DESIGN_NAME = ffs
export DESIGN_NICKNAME = ffs
export VERILOG_FILES = /design/flow/design.v
export SDC_FILE = /design/flow/constraint.sdc
export NUM_CORES = 4
export LEC_CHECK = 1
export CORE_AREA = 10 10 81 81
export DIE_AREA = 0 0 91 91
==> /design/flow/constraint.sdc <==
current_design ffs

set clk_period 4.5
set clk_io_pct 0.2

create_clock -name clk0 -period $clk_period

set non_clock_inputs [all_inputs -no_clocks]
set_input_delay [expr $clk_period * $clk_io_pct] -clock clk0 $non_clock_inputs
set_output_delay [expr $clk_period * $clk_io_pct] -clock clk0 [all_outputs]
==> reports/results.tsv <==
stage	metric	value	unit
sta	unrepaired setup endpoints after global routing	false	
critical_path	CP required	3600	ps
grt	number of antenna violations at the first check in global routing	0	
synthesis	post-synth area from yosys stat	757.0	sq um
hold_path	hold path startpoint	x[7]	
clock_tree	Hold Buf Count CTS	0	
clock_tree	count of cells resized by post-cts repair	0	
placement	instance count after placement with tap cells included	247	
run	tally of max-capacitance violations	0	
sta	slew at the pin closest to its max-slew limit	401.7	ps
placement	cell area after placement	0.001520	sq mm
detailed_routing	drt total wl	3.578	mm
sta	final cycle utilization of the critical path	90.94	%
synthesis	number of unique standard cell types used by synthesis	40	
detailed_routing	DRC Markers	0	
finish	cell area after layout	0.001520	sq mm
critical_path	biggest cell delay along the critical path	540	ps
synthesis	yosys cell count	112	
synthesis	tally of yosys warning messages	1	
sta	summed negative setup slack over all endpoints	0	ps
grt	total routing resource utilization after global routing	8.135	%
sta	minimum clock period after layout	4092	ps
detailed_routing	first-pass iteration count of the detailed router	4	
critical_path	CP Launch Type	input port	
grt	via count of the first global-routing pass	1133	
die	Row Count	25	
critical_path	Crit. Startpoint	x[0]	
finish	end-of-flow core utilization	31.56	%
grt	final global-route overflow total	0	
detailed_routing	routed vias	1095	
sta	Max-slew headroom	72.97	%
detailed_routing	diode insertion count for antenna repair	0	
synthesis	post-synthesis cell count	112	
finish	sequential cell count	0	
outcome	status	finished, final reports clean	
critical_path	Worst Setup End Kind	output pin	
detailed_routing	via count normalized by instance count	4.433	
placement	gpl congestion	0.7922	
power	peak supply drop	23.79	uV
run	total number of warnings across the stage logs	32	
finish	Non-Filler Instances	247	
detailed_routing	number of design-rule violations left by the first detailed-router iteration	43	
synthesis	Synth Area per Inst	6.759	sq um
hold_path	type of the tightest min-delay check	in2out	
finish	relative area change from synthesis to final layout	100.8	%
grt	first-pass GRT wire length	5.754	mm
synthesis	mapped cell area	757.0	sq um
critical_path	most common cell type on the critical path	clkdlybuf4s50_1	
sta	setup violators final	0	
sta	Peak Freq	0.2444	GHz
sta	number of pins exceeding their max-slew limit in the final report	0	
critical_path	Max stage delay cell, worst path	clkdlybuf4s50_1	
critical_path	ordered cell list for the critical path	clkdlybuf4s50_1 > nor4_4 > and3_4 > nand3_2 > nor4b_1 > clkdlybuf4s50_1	
finish	clock buffer count	0	
die	die extent in x	91	microns
critical_path	type of the worst setup path	in2out	
die	die footprint	0.008281	sq mm
die	die span in y	91	microns
placement	count of buffers from port buffering	69	
sta	final hold violation count	0	
grt	largest net degree at the start of global routing	13	
die	Init Core Util	15.71	%
power	LEAKAGE	0.5003	nW
placement	Final HPWL DP	3.148	mm
detailed_routing	number of nets with antenna violations after routing	0	
clock_tree	Setup Buffers After CTS	0	
critical_path	arrival time of data at the critical path endpoint	3190	ps
finish	proportion of layout cells with a drive suffix above 1	8.889	%
die	# IOs	69	
die	Core Box Area	0.004817	sq mm
detailed_routing	routed len/inst	14.49	microns
sta	final hold slack	2766	ps
finish	Sequential Area	0	sq um
critical_path	crit-path max FO	12	
synthesis	part of the Yosys area used for sequential elements	0	%
power	pwr/cell area	49.47	mW/mm^2
## worst max-delay path: cells and delay by family
family        cells  cell delay [ps]
buf+inv           2             1070
simple gates      4             1210
## stage by stage
stage | total power [mW] | setup slack [ps]
finish | 0.07520 | 407.7
global route | 0.08288 | 169.6
CTS | 0.07579 | 402.4
detailed placement | 0.07537 | 434.7
global placement | 0.07586 | 456.7
floorplan | 0.02148 | 1719
## cell usage in the layout (no fill, tap or decap), drive strengths merged, types with 2 or more instances in the layout
cell type and instances:
nor3b 4, a31oi 2, a211oi 3, or2 2, or4 3, nand3 2
and4b 2, and3 8, and2 6, nor2 14, o21ai 3, inv 7
clkdlybuf4s50 69, o31ai 2, nor3 7, nor4 10, a21oi 3, nand2b 6
nor4b 7, nand2 7
## power by group
part | leakage (nW) | internal, mW | total (mW) | switching, mW
registers | 0 | 0 | 0 | 0
logic | 0.500 | 0.0426 | 0.0752 | 0.0326
clock network | 0 | 0 | 0 | 0
## final cells by class
type	count	area, sq um
Fill cell	534	3297
Multi-Input combinational cell	103	711.9
Timing Repair Buffer	70	698.2
Tap cell	67	83.83
Inverter	7	26.28
## synth_stat cells, drive strengths merged
cell type	n	area share (%)
nor4	10	12
nand3	2	3.6
and4	1	1.2
o31a	1	1.2
a31o	1	1.2
and4b	2	2.6
a21boi	1	0.99
o211ai	1	0.99
nor2	14	6.9
nor2b	1	0.83
a21oi	3	2.0
a31oi	2	1.7
or2	2	1.7
nand2	7	3.8
a221o	1	1.3
or4	3	3.0
nor4b	7	11
o31ai	2	2.0
o21bai	1	0.99
or3	1	0.83
o21a	1	0.99
nor3	7	4.6
a21o	1	0.99
inv	7	3.5
a211oi	3	3.0
nand2b	6	5.0
buf	2	2.5
and3b	1	1.2
nor3b	4	4.0
and2	6	5.1
and3	8	7.3
o21ai	3	2.0
## final timing paths
| kind | to | slack [ps] | depth (start not counted) |
|---|---|---|---|
| worst max-delay path | y[26] | 410 | 6 |
| worst min-delay path | y[7] | 2770 | 4 |
## cells by family (layout without fill, tap and decap cells)
family          Yosys count  in the layout  share of synthesized area (%)
compound gates           21             21                          19.17
buf+inv                   9             77                          5.951
simple gates             82             82                          74.88
## per-layer routing
layer | share of wire [%] | global-route usage, % | vias up
met2 | 43 | 13.07 | 47
met4 | 0 | 0 | 0
li1 | - | - | 571
met5 | 0 | 0 | -
met3 | 8.7 | 2.490 | 0
met1 | 48 | 11.15 | 477
No activity file was given, so power comes from the tool's default toggle rates.
