$ cat /design/flow/config.mk
export PLATFORM = sky130hd
export DESIGN_NAME = fifo_ptr
export DESIGN_NICKNAME = fifo_ptr
export VERILOG_FILES = /design/flow/design.v
export SDC_FILE = /design/flow/constraint.sdc
export NUM_CORES = 4
export LEC_CHECK = 1
export CORE_UTILIZATION = 30
$ cat /design/flow/constraint.sdc
current_design fifo_ptr

set clk_period 15.6
set clk_io_pct 0.2

create_clock -name clk0 -period $clk_period [get_ports {clk}]

set non_clock_inputs [all_inputs -no_clocks]
set_input_delay [expr $clk_period * $clk_io_pct] -clock clk0 $non_clock_inputs
set_output_delay [expr $clk_period * $clk_io_pct] -clock clk0 [all_outputs]
$ cat /design/flow/design.v
package multi_port_sram_pkg;
endpackage  
package llfifo_pkg;
  localparam int ID_N  = 4;
  localparam int PTR_N = 255;
  localparam int PTR_W  = $clog2(PTR_N);
  typedef logic [$clog2(ID_N)-1:0] id_t;
  typedef logic [ID_N-1:0] id_d_t;
  typedef logic [PTR_W-1:0] ptr_t;
  typedef logic [PTR_N-1:1] ptr_d_t;
  typedef logic [ID_N-1:0] empty_t;
  typedef logic [31:0]     word_t;
  typedef logic [$clog2(PTR_N)-1:0] cnt_t;
  typedef struct packed {
    ptr_t [PTR_W-1:1] p;
  } ptr_table_t;
  typedef struct packed {
    logic        valid;
    ptr_t        head;
    ptr_t        tail;
    cnt_t        cnt;
  } queue_t;
  typedef struct packed {
    queue_t [PTR_N-1:0] q;
  } queue_table_t;
  typedef struct packed {
    logic        valid;
    logic        push;
    id_t         id;
    ptr_t        ptr;
    queue_t      q;
  } cmd_t;
endpackage  
module rf #(
     parameter int W = 32
   , parameter int N = 8
   , parameter bit FLOP_OUT = '0
   , parameter int WR_N = 1
   , parameter int RD_N = 1
) (
     input                              clk
   , input                              rst  
   , input   [RD_N-1:0][$clog2(N)-1:0]  ra
   , input   [RD_N-1:0]                 ren
   , output logic [RD_N-1:0][W-1:0]     rdata
   , input   [WR_N-1:0][$clog2(N)-1:0]  wa
   , input   [WR_N-1:0]                 wen
   , input   [WR_N-1:0][W-1:0]          wdata
);
   logic [W-1:0] mem_r [N-1:0];
   generate if (!FLOP_OUT)
     always_comb
       for (int i = 0; i < RD_N; i++)
         rdata [i] = mem_r [ra[i]];
   endgenerate
   generate if (FLOP_OUT)
     always_ff @(posedge clk)
       for (int i = 0; i < RD_N; i++) begin
         if (ren [i])
           rdata [i] <= mem_r [ra[i]];
       end
   endgenerate
   always_ff @(posedge clk)
     for (int i = 0; i < WR_N; i++) begin
       if (wen [i])
         mem_r [wa [i]] <= wdata [i];
     end
endmodule  
module fifo_ptr #(
     parameter integer W = 32
   , parameter integer N = 16
   , parameter logic HAS_REPLAY = 0
   , parameter logic HAS_FLUSH = 0
) (
     input                                   clk
   , input                                   rst
   , input                                   push
   , input [W-1:0]                           push_data
   , input                                   pop
   , output logic [W-1:0]                    pop_data
   , input                                   flush
   , input                                   commit
   , input                                   replay
   , output logic                            empty_r
   , output logic                            full_r
);
  localparam ADDR_BITS = $clog2(N);
  localparam PTR_BITS  = ADDR_BITS + 1;
  logic                                 empty_w;
  logic                                 full_w;
  logic [PTR_BITS - 1:0]                arch_rptr_r;
  logic [PTR_BITS - 1:0]                arch_rptr_w;
  logic                                 arch_rptr_en;
  logic [PTR_BITS - 1:0]                spec_rptr_r;
  logic [PTR_BITS - 1:0]                spec_rptr_w;
  logic                                 spec_rptr_en;
  logic [PTR_BITS - 1:0]                arch_wptr_r;
  logic [PTR_BITS - 1:0]                arch_wptr_w;
  logic                                 arch_wptr_en;
  logic [W - 1:0]                       mem_rdata;
  logic                                 mem_ren;
  logic [ADDR_BITS-1:0]                 mem_ra;
  logic                                 mem_wen;
  logic [W - 1:0]                       mem_wdata;
  logic [ADDR_BITS-1:0]                 mem_wa;
  always_comb
    begin : cntrl_PROC
      arch_wptr_en =   rst
                     | push
                     | (HAS_FLUSH & flush)
                   ;
      casez ({rst, HAS_FLUSH, flush, push})
        4'b1_??_?,
        4'b0_11_?: arch_wptr_w  = '0;
        4'b0_10_1,
        4'b0_0?_1: arch_wptr_w  = arch_wptr_r + 'b1;
        default:   arch_wptr_w  = arch_wptr_r;
      endcase
      arch_rptr_en =   rst
                     | ((~HAS_REPLAY) & pop   )
                     | (  HAS_REPLAY  & commit)
                   ;
      casez ({rst, HAS_REPLAY, commit, pop})
        4'b1_??_?: arch_rptr_w = '0;
        4'b0_11_?,
        4'b0_0?_1: arch_rptr_w = arch_rptr_r + 'b1;
        default:   arch_rptr_w = arch_rptr_r;
      endcase
    end  
  generate if (HAS_REPLAY)
    always_comb
      begin : cntrl_replay_PROC
        spec_rptr_en  = (rst | pop | replay);
        casez ({rst, replay, pop})
          3'b1_?_?:  spec_rptr_w  = '0;
          3'b0_1_?:  spec_rptr_w  = arch_rptr_r;
          3'b0_0_1:  spec_rptr_w  = spec_rptr_r + 'b1;
          default:   spec_rptr_w  = spec_rptr_r;
        endcase  
      end  
  endgenerate
  always_comb
    begin : status_PROC
       case (HAS_REPLAY)
         1'b0: empty_w = rst | (arch_rptr_w == arch_wptr_w);
         1'b1: empty_w = rst | (spec_rptr_w == arch_wptr_w);
       endcase
       full_w =    (~rst)
                 & (    arch_rptr_w [ADDR_BITS-1:0]
                     == arch_wptr_w [ADDR_BITS-1:0]
                   )
                 & (    arch_rptr_w [ADDR_BITS]
                      ^ arch_wptr_w [ADDR_BITS]
                   )
              ;
    end  
  always_comb
    begin : mem_PROC
      mem_wdata   = push_data;
      mem_ra      =   HAS_REPLAY
                    ? spec_rptr_r [ADDR_BITS-1:0]
                    : arch_rptr_r [ADDR_BITS-1:0]
                  ;
      mem_ren     = pop;
      mem_wa      = arch_wptr_r [ADDR_BITS-1:0];
      mem_wen     = push & (~full_r);
      pop_data    = mem_rdata;
    end  
  always_ff @(posedge clk)
    begin : status_reg_PROC
       empty_r <= empty_w;
       full_r <= full_w;
    end
  always_ff @(posedge clk)
    begin : arch_ptr_reg_PROC
      if (arch_wptr_en)
        arch_wptr_r <= arch_wptr_w;
      if (arch_rptr_en)
        arch_rptr_r <= arch_rptr_w;
    end
  generate if (HAS_REPLAY)
    always_ff @(posedge clk)
      begin : spec_ptr_reg_PROC
        if (spec_rptr_en)
          spec_rptr_r <= spec_rptr_w;
      end
  endgenerate
  rf #(.W(W), .N(N)) u_mem (
      .clk               (clk                )
    , .rst               (rst                )
    , .ra                (mem_ra             )
    , .ren               (mem_ren            )
    , .rdata             (mem_rdata          )
    , .wa                (mem_wa             )
    , .wen               (mem_wen            )
    , .wdata             (mem_wdata          )
  );
endmodule  
$ cat /design/flow/run.sh
#!/bin/bash
# OpenROAD 26Q1-2900-gdf79404cd8, Yosys 0.63+post, stock flow scripts
make -C /OpenROAD-flow-scripts/flow DESIGN_CONFIG=/design/flow/config.mk WORK_HOME=/design/flow/orfs finish
==> summary.txt <==
run metrics: status=complete, but fails checks, violated checks=DRC, CP required=~12 ns, GRT Total Usage=between 10% and 20%, final hold viol count=0, CP Launch Type=flop, Util after Layout=35.59%, Min-Delay Path Class=reg2reg, # hold bufs at CTS=0, initial antenna violation count=6, Area Growth Syn to Fin=17.10%, Cell Area, Synth=about 20000 um^2, critical path arrival=roughly 4.5 ns, worst vdd ir=between 0.07 and 0.08 mV, final WL=~41 mm, Setup TNS=0 ns, CTS clk-pin slew, worst paths=~0.060 ns, initial core utilization=a little under a third, register area share after synthesis=between 70% and 80%, drt drc=4, site row count=94, Late-Pin Clk Latency=slightly below 0.6 ns, YS chip area=between 20000 and 25000 um^2, crit path to=pop_data[31], slowest cell on the critical path=buf_4, Port Buf Inserts=69, core area=around 66000 um^2, Crit path depth=7, Rel. slew slack=49.95%, crit path max fanout=31, max incr delay on CP=0.65 ns, H-tree depth=2, # Cells Yosys=around 900, Worst path top cell family by delay=buffers and inverters, CTS tree=yes, CP endpoint kind=primary output, reg2reg end=u_mem.mem_r[5][2], first-pass GRT wire length=60.82 mm, Die W=approximately 260 um, Setup Crit Path Kind=reg2out, largest net degree at the start of global routing=50, final max-slew violation count=0, post-detail-place hpwl=between 15 and 20 mm, Place WS=between 8 and 9 ns, worst r2r path cells=3, Mapped Cells=879, Mapped Avg Cell Area=about 23 um^2, initial drt markers=424, Async SR Flop Fraction=0%, max cap viols=0, via count=~9100, io pins=between 70 and 80, Tcrit/Tclk final=around 50%, Reg2Reg Launch Point=arch_wptr_r[3], Via density=between 4 and 5, Final setup viols=0, Most used DFF post-synth=edfxtp_1, Root Driver=clkbuf_16, layout cells sized above 1=between 20 and 30%, Power Density=about 130 nW/um^2, ys flops=between 500 and 600, Buf+Inv Stages, Crit Path=4, CTS Buffer Depth=3, Crit path top cell by count=buf_4, Routability Congestion=0.7434, ANT nets after route=0, WL/cell=21.88 um, total grt overflow=0, RSZ-0062 raised after global routing=no, minimum clock period=roughly 7.6 ns, chip footprint=67890 um^2, vias in the first global route=roughly 10000, stage-log warning count=31, Post-CTS Setup Inserts=0, Post-synth EDFFs=approximately 520, synth warn=2, flop-to-flop setup slack=approximately 14 ns, Power, Total=between 0.003 and 0.004 W, Distinct lib cells used=34, setup slack after layout=slightly below 8 ns, crit-path cells=buf_4 > buf_4 > buf_4 > mux4_2 > a22oi_1 > nand2_1 > clkdlybuf4s50_1, Num CTS Buffers=53, Pleak=between 7 and 8 nW, Slew @ Worst Pin=0.7508 ns, drt first pass iters=about 46, Die H=~260 um, Fin Clk Skew=0.01741 ns, Fmax achieved=around 130 MHz, post-CTS sizing=0, clock sinks=~530
==> worst min path at each step <==
| stage | slack [ns] | from | to | depth (start not counted) |
|---|---|---|---|---|
| final | 0.63 | arch_rptr_r[1] | flop | 2 |
| after global routing | 0.69 | arch_rptr_r[1] | flop | 2 |
| after CTS | 0.63 | arch_rptr_r[1] | flop | 2 |
==> placed cells by master (no fill, tap or decap), types with 5 or more instances in the layout <==
master and count:
a22oi_1 64, and2_2 17, buf_4 26, clkbuf_1 10, clkbuf_16 55, clkdlybuf4s50_1 69, clkinv_1 11, clkinv_2 15
edfxtp_1 522, ha_1 5, mux4_2 128, nand2_1 33, nor2_1 11
==> cells in the mapped netlist (2+ instances only) <==
library cell / n / area share (%)
nand2_1: 33 / 0.62
nor2_1: 12 / 0.22
mux2i_1: 4 / 0.20
nor2b_1: 6 / 0.19
nor3b_1: 2 / 0.075
and2_1: 17 / 0.53
a21oi_1: 2 / 0.050
or2_2: 2 / 0.062
dfxtp_1: 6 / 0.60
mux2_2: 4 / 0.22
ha_1: 5 / 0.31
clkbuf_1: 18 / 0.34
inv_1: 4 / 0.075
xnor2_1: 4 / 0.17
buf_2: 10 / 0.25
nand4_1: 4 / 0.12
buf_4: 9 / 0.34
mux4_2: 128 / 14
a22oi_1: 64 / 2.4
edfxtp_1: 522 / 78
buf_1: 10 / 0.19
==> routing by layer <==
layer	routed length, um	share of wire, %	GRT usage (%)
met1	14560	35	15.89
met2	19140	46	19.39
met3	6844	17	10.69
met4	742	1.8	2.225
met5	55	0.13	0
==> power by group <==
| part | internal [W] | switching [W] | leakage (nW) |
|---|---|---|---|
| logic | 0.000134 | 0.000128 | 1.67 |
| clock network | 0.000676 | 0.000509 | 0.810 |
| registers | 0.00160 | 0.0000191 | 4.78 |
==> logic make-up after synthesis <==
group / Yosys count / synth area share [%]
AND-OR/OR-AND: 72 / 2.695
buffers and inverters: 51 / 1.185
adder cells (fa/ha/maj): 5 / 0.3119
XOR/XNOR: 5 / 0.2183
flip-flops: 528 / 78.76
multiplexers: 136 / 14.80
AND/OR/NAND/NOR: 82 / 2.034
==> sequential cells by signal, indices dropped and copies added (netlist names), named ones only <==
name	cells
u_mem.mem_r	512
arch_wptr_r	5
arch_rptr_r	5
full_r	1
empty_r	1
==> cell type report <==
type,count,area [um^2]
Sequential cell,528,15800
Clock buffer,65,1414
Antenna cell,1,2.502
Timing Repair Buffer,95,885.9
Tap cell,864,1081
Multi-Input combinational cell,300,4066
Clock inverter,32,217.7
Fill cell,5901,42500
Inverter,4,15.01
==> per-stage QoR <==
| stage | hold slack (ns) | cells | area, um^2 |
|---|---|---|---|
| 2_1_floorplan | 0.5430 | 879 | 20060 |
| 3_3_place_gp | 0.6151 | 1791 | 21850 |
| 3_5_place_dp | 0.6087 | 1791 | 21850 |
| 4_1_cts | 0.6285 | 1888 | 23480 |
| 5_1_grt | 0.6946 | 1889 | 23490 |
| 6_report | 0.6268 | 1889 | 23490 |
==> worst reg2reg max path, cell delays in order (launching register included) <==
cell	delay (ns)
edfxtp_1	0.48
nor3b_1	0.39
and2_2	0.20
buf_4	0.56
Power is estimated from default activity; no workload was simulated.
