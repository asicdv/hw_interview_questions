## flow/config.mk

```make
export PLATFORM = sky130hd
export DESIGN_NAME = rob
export DESIGN_NICKNAME = rob
export VERILOG_FILES = /design/flow/design.v
export SDC_FILE = /design/flow/constraint.sdc
export NUM_CORES = 4
export LEC_CHECK = 1
export CORE_UTILIZATION = 30
```

## flow/constraint.sdc

```tcl
current_design rob

set clk_period 37.9
set clk_io_pct 0.2

create_clock -name clk0 -period $clk_period [get_ports {clk}]

set non_clock_inputs [all_inputs -no_clocks]
set_input_delay [expr $clk_period * $clk_io_pct] -clock clk0 $non_clock_inputs
set_output_delay [expr $clk_period * $clk_io_pct] -clock clk0 [all_outputs]
```

## flow/design.v

```verilog
package multi_port_sram_pkg;
endpackage  
package llfifo_pkg;
  localparam int ID_N  = 4;
  localparam int PTR_N = 255;
  localparam int PTR_W  = $clog2(PTR_N);
  typedef logic [$clog2(ID_N)-1:0] id_t;
  typedef logic [ID_N-1:0] id_d_t;
  typedef logic [PTR_W-1:0] ptr_t;
  typedef logic [PTR_N-1:1] ptr_d_t;
  typedef logic [ID_N-1:0] empty_t;
  typedef logic [31:0]     word_t;
  typedef logic [$clog2(PTR_N)-1:0] cnt_t;
  typedef struct packed {
    ptr_t [PTR_W-1:1] p;
  } ptr_table_t;
  typedef struct packed {
    logic        valid;
    ptr_t        head;
    ptr_t        tail;
    cnt_t        cnt;
  } queue_t;
  typedef struct packed {
    queue_t [PTR_N-1:0] q;
  } queue_table_t;
  typedef struct packed {
    logic        valid;
    logic        push;
    id_t         id;
    ptr_t        ptr;
    queue_t      q;
  } cmd_t;
endpackage  
module flm #(parameter int N = 16) (
     input                                   clk
   , input                                   rst
   , input                                   alloc_vld
   , input logic [$clog2(N)-1:0]             alloc_id
   , input                                   free_vld
   , input logic [$clog2(N)-1:0]             free_id
   , input                                   clear
   , output logic                            idle_r
   , output logic                            busy_r
   , output logic [N-1:0]                    state_w
   , output logic [N-1:0]                    state_r
);
  typedef logic [N-1:0]                 n_t;
  typedef logic [$clog2(N)-1:0]         id_t;
  typedef logic [$clog2(N):0]           id1_t;
  logic                                 state_en;
  logic                                 idle_w;
  logic                                 busy_w;
  always_comb
    begin : state_PROC
      state_w = state_r;
      if (alloc_vld)
        state_w [alloc_id] = 'b1;
      if (free_vld)
        state_w [free_id] = 'b0;
      if (clear)
        state_w = '0;
    end  
  always_comb
    begin : rob_PROC
      state_en = (alloc_vld | free_vld | clear);
      idle_w = (state_w == '0);
      busy_w = (state_w == '1);
    end  
  always_ff @(posedge clk)
    if (rst)
      state_r <= '0;
    else if (state_en)
      state_r <= state_w;
  always_ff @(posedge clk)
    if (rst)
      idle_r <= 'b1;
    else
      idle_r <= idle_w;
  always_ff @(posedge clk)
    if (rst)
      busy_r <= 'b0;
    else
      busy_r <= busy_w;
endmodule
module rob #(parameter int CMPL_W = 32,
             parameter int ALLOC_W = 32,
             parameter int N = 16) (
     input                                   clk
   , input                                   rst
   , input                                   alloc_vld
   , input  [ALLOC_W - 1:0]                  alloc_data
   , output logic                            alloc_rdy
   , output logic [$clog2(N) - 1:0]          alloc_id
   , input                                   cmpl_vld
   , input [$clog2(N) - 1:0]                 cmpl_id
   , input [CMPL_W - 1:0]                    cmpl_data
   , input                                   retire_rdy
   , output logic [CMPL_W - 1:0]             retire_cmpl_data
   , output logic [ALLOC_W - 1:0]            retire_alloc_data            
   , output logic                            retire_vld
   , input                                   clear
   , output logic                            idle_r
   , output logic                            full_r
);
  typedef logic [$clog2(N)-1:0]  id_t;
  typedef logic [N - 1:0]        id_d_t;
  typedef logic [ALLOC_W - 1:0]  alloc_word_t;
  typedef logic [CMPL_W - 1:0]   cmpl_word_t;
  alloc_word_t  [N - 1:0]                    alloc_mem_r;
  logic                                      alloc_mem_en;
  cmpl_word_t  [N - 1:0]                     cmpl_mem_r;
  logic                                      cmpl_mem_en;
  logic                                      idle_w;
  logic                                      full_w;
  logic                                      al_alloc_vld;
  id_t                                       al_alloc_id;
  logic                                      al_free_vld;
  id_t                                       al_free_id;
  logic                                      al_clear;
  logic                                      al_idle_r;
  logic                                      al_busy_r;
  id_d_t                                     al_state_w;
  id_d_t                                     al_state_r;
  logic                                      cm_alloc_vld;
  id_t                                       cm_alloc_id;
  logic                                      cm_free_vld;
  id_t                                       cm_free_id;
  logic                                      cm_clear;
  logic                                      cm_idle_r;
  logic                                      cm_busy_r;
  id_d_t                                     cm_state_w;
  id_d_t                                     cm_state_r;
  id_t                                       rd_ptr_r;
  id_t                                       rd_ptr_w;
  logic                                      rd_ptr_en;
  id_t                                       wr_ptr_r;
  id_t                                       wr_ptr_w;
  logic                                      wr_ptr_en;
  always_comb
    begin : rob_PROC
      alloc_rdy          = (~al_busy_r);
      alloc_id           = wr_ptr_r;
      retire_vld         = cm_state_r [rd_ptr_r];
      retire_alloc_data  = alloc_mem_r [rd_ptr_r];
      retire_cmpl_data   = cmpl_mem_r [rd_ptr_r];
      al_alloc_vld       = alloc_vld & alloc_rdy;
      al_alloc_id        = alloc_id;
      al_free_vld        = retire_vld & retire_rdy;
      al_free_id         = rd_ptr_r;
      al_clear           = clear;
      cm_alloc_vld       = cmpl_vld;
      cm_alloc_id        = cmpl_id;
      cm_free_vld        = retire_vld & retire_rdy;
      cm_free_id         = rd_ptr_r;
      cm_clear           = clear;
      idle_w             = (al_state_w == '0);
      full_w             = (al_state_w == '1);
      wr_ptr_w           = clear ? '0 : wr_ptr_r + 'b1;
      wr_ptr_en          = clear | (alloc_vld & alloc_rdy);
      rd_ptr_w           = clear ? '0 : rd_ptr_r + 'b1;
      rd_ptr_en          = clear | (retire_vld & retire_rdy);
      alloc_mem_en       = alloc_vld & alloc_rdy;
      cmpl_mem_en        = cmpl_vld;
    end  
  always_ff @(posedge clk)
    if (alloc_mem_en)
      alloc_mem_r [alloc_id] <= alloc_data;
  always_ff @(posedge clk)
    if (cmpl_mem_en)
      cmpl_mem_r [cmpl_id] <= cmpl_data;
  always_ff @(posedge clk)
    if (rst)
      rd_ptr_r <= '0;
    else if (rd_ptr_en)
      rd_ptr_r <= rd_ptr_w;
  always_ff @(posedge clk)
    if (rst)
      wr_ptr_r <= '0;
    else if (wr_ptr_en)
      wr_ptr_r <= wr_ptr_w;
  always_ff @(posedge clk)
    if (rst)
      idle_r <= '1;
    else
      idle_r <= idle_w;
  always_ff @(posedge clk)
    if (rst)
      full_r <= '0;
    else
      full_r <= full_w;
  flm #(.N(N)) u_flm_allocated (
      .clk               (clk           )
    , .rst               (rst           )
    , .alloc_vld         (al_alloc_vld  )
    , .alloc_id          (al_alloc_id   )
    , .free_vld          (al_free_vld   )
    , .free_id           (al_free_id    )
    , .clear             (al_clear      )
    , .idle_r            (al_idle_r     )
    , .busy_r            (al_busy_r     )
    , .state_w           (al_state_w    )
    , .state_r           (al_state_r    )
  );
  flm #(.N(N)) u_flm_completed (
      .clk               (clk           )
    , .rst               (rst           )
    , .alloc_vld         (cm_alloc_vld  )
    , .alloc_id          (cm_alloc_id   )
    , .free_vld          (cm_free_vld   )
    , .free_id           (cm_free_id    )
    , .clear             (cm_clear      )
    , .idle_r            (cm_idle_r     )
    , .busy_r            (cm_busy_r     )
    , .state_w           (cm_state_w    )
    , .state_r           (cm_state_r    )
  );
endmodule  
```

## flow/run.sh

```bash
#!/bin/bash
# OpenROAD 26Q1-2900-gdf79404cd8, Yosys 0.63+post, stock flow scripts
make -C /OpenROAD-flow-scripts/flow DESIGN_CONFIG=/design/flow/config.mk WORK_HOME=/design/flow/orfs finish
```

==> results_dict.tcl <==
# collected from the flow reports
set metrics [dict create \
    dieWidth_um 425.1 \
    wirelength_mm 141.6 \
    hpwl_mm 78.44 \
    report.final.slew_viol_count 0 \
    period_used_pct 31.67 \
    tns_ns 0 \
    tritoncts "done" \
    ctsLongestPathBuffers 3 \
    ys_types 54 \
    whs_path_depth 2 \
    clk_transition_reported_paths_ns 0.06 \
    endpoint_kind "output port" \
    worstPathCellList "nor2b_4, buf_4, buf_4, a221oi_1, o21ai_0, nand2_1, clkdlybuf4s50_1" \
    rsz0062_at_grt "no" \
    initial_core_util_pct 30.33 \
    synth-main-ff-cell "edfxtp_1" \
    setup_violations 0 \
    log.warning_count 45 \
    hp-class "reg -> reg" \
    top_area_cell "edfxtp_1" \
    syn2layout_area_growth_pct 14.47 \
    grt_first_pass_wirelength_mm 211.9 \
    initialDrtViolationCount 1933 \
    cp_max_fo 46 \
    critPathKind "reg -> out" \
    yosysMostFrequentCell "edfxtp_1" \
    xor_area_share_pct 0.1957 \
    ys_cells 3557 \
    topCellsByArea "edfxtp_1 57%, mux2_2 20%, mux4_2 5.4%" \
    clk_latency_ns 0.75 \
    ios 146 \
    simple_gate_share_pct 3.026 \
    worst_slew_pin_slew_ns 0.8198 \
    track_usage_pct 16.43 \
    numCtsBuffers 120 \
    grt_max_degree 125 \
    die-area_mm2 0.1807 \
    cpMostUsedCell "buf_4" \
    grt_pass1_vias 32740 \
    synth_cells 3557 \
    ctsHoldBuffers 0 \
    cp_data_arrival_time_ns 4.42 \
    drv_cap 0 \
    p_leak_nw 20.02 \
    drive_above_1_share_pct 37.36 \
    finClkSkew_ns 0.03483 \
    logic_family "multiplexers" \
    synth-compound-area-share_pct 5.739 \
    mux_area_share_pct 29.58 \
    ys_seq_elements 1066 \
    slowest_delay_ns 0.72 \
    cts_resized 0 \
    syn-cell-area_mm2 0.05372 \
    cp.depth 7 \
    top_cells_by_count "1024 x edfxtp_1, 970 x mux2_2, 243 x nand2_1" \
    antenna_found_initial 21 \
    route.antenna.remaining_nets 0 \
    die_h_um 425.1 \
    ys_seq_share_pct 58.81 \
    p_total_mw 2.725 \
    drc 0 \
    critPathBufInv 3 \
    max-vdd-ir-drop_v 0.00003687 \
    async_flop_share_pct 0 \
    cpMaxStageDelayCell "nor2b_4" \
    overflow 0 \
    clock_sink_count 1066 \
    io_buffer_count 145 \
    gp_congestion 0.8261 \
    viasPerCell 5.205 \
    rows 154 \
    routedWlPerCell_um 23.37 \
    cts-htree-levels 3 \
    critPathLaunchType "register" \
    crit_family "buffers and inverters" \
    adder_share_pct 0.3494 \
    post_cts_buffers 0 \
    core_mm2 0.1771 \
    ys_warn_count 2 \
    vias 31530 \
    cp_data_required_time_ns 30.32 \
    ys_area_mm2 0.05372 \
    ff2ff_path_depth 8 \
    period_minus_slack_ns 12.00 \
    syn_area_per_cell_um2 15.10 \
    final_hold_viol_count 0 \
    cellPowerDensity_mw_per_mm2 44.31 \
    clock-root-buffer "clkbuf_16" \
    drtPass1Iterations 7 \
    max_freq_mhz 83.30 \
    synth.top_cell.area_share_pct 57.25 \
    synth-edff-count 1024 \
    status "finished clean" \
    relSlewSlack_pct 45.22 \
]
cell type report:
cell class / count / area (um2)
antenna: 5 / 12.51
clock buffer: 156 / 3159
clock inverter: 68 / 543.0
fill: 16590 / 115600
inverter: 12 / 52.55
multi-input combinational: 2182 / 21040
sequential: 1066 / 31610
tap: 2340 / 2928
timing repair buffer: 229 / 2150
state kept, by name, indices dropped and copies added (netlist names):
signal,flops
alloc_mem_r,512
cmpl_mem_r,512
idle_r,1
rd_ptr_r,4
u_flm_allocated.busy_r,1
u_flm_allocated.state_r,16
u_flm_completed.state_r,16
wr_ptr_r,4
worst reg2reg max path, stage by stage, from the launching register on:
cell      delay [ns]
dfxtp_1         0.54
buf_4           0.29
nor3_1          0.09
ha_1            0.57
clkinv_1        0.35
a211oi_1        0.67
nand3_2         0.49
buf_4           0.50
mux2_2          0.37
worst paths after layout:
| kind | from | to | slack (ns) |
|---|---|---|---|
| worst max register to register | wr_ptr_r[0] | alloc_mem_r[261] | 33.78 |
| worst min register to register | u_flm_completed.state_r[14] | u_flm_completed.state_r[14] | 0.49 |
| worst max-delay path | rd_ptr_r[2] | retire_cmpl_data[0] | 25.90 |
| worst min-delay path | u_flm_completed.state_r[14] | u_flm_completed.state_r[14] | 0.49 |
cells in the final DEF, fill, tap and decap left out, drive strengths merged, types with 7 or more instances in the layout:
master,netlist,routed
nand3,7,7
mux4,128,128
xnor2,7,7
mux2i,199,199
buf,104,85
a22oi,66,66
ha,15,15
mux2,978,978
a221oi,64,64
nand2b,10,10
nor4,7,7
nor2,70,70
a21oi,95,95
clkdlybuf4s50,0,144
nor3,20,20
edfxtp,1024,1024
clkinv,2,54
dfxtp,42,42
clkbuf,193,156
bufinv,0,7
inv,10,18
nand2,243,243
o31ai,13,13
o21ai,135,135
a311oi,9,9
a22o,64,64
where the power goes:
part           internal (mW)  switching [mW]  total, mW
Clock                  0.632           0.481       1.11
Sequential              1.38          0.0321       1.41
Combinational          0.103          0.0947      0.198
stage by stage:
stage | utilization [%] | cell area [um2] | hold slack [ns] | cells | worst slack, ns
after global placement | 32.63 | 57770 | 0.4615 | 5829 | 26.34
after CTS | 34.72 | 61480 | 0.5003 | 6053 | 25.78
final | 34.72 | 61490 | 0.4906 | 6058 | 25.90
after floorplan | - | 53720 | 0.4361 | 3557 | 15.80
after global routing | 34.72 | 61490 | 0.5306 | 6057 | 25.72
after detailed placement | 32.63 | 57770 | 0.4667 | 5829 | 26.35
cells by family after synthesis:
family	after synthesis
DFF	1066
adders and majority gates	15
muxes	1305
and+or+nand+nor	387
buffers and inverters	309
xor gates and xnor gates	12
AOI/OAI and AO/OA	463
metal layers:
layer | part of all wire, % | vias up | GRT usage (%)
met1 | 40 | 16000 | 22.44
li1 | - | 14200 | -
met3 | 9.6 | 211 | 7.017
met5 | 0.051 | - | 0
met2 | 48 | 1114 | 25.21
met4 | 2.6 | 14 | 3.615
Power figures rest on the tool's default switching activity, not on a simulated workload.
